<file path="flow/config.mk">
export PLATFORM = sky130hd
export DESIGN_NAME = EX
export DESIGN_NICKNAME = EX
export VERILOG_FILES = /design/flow/design.v
export SDC_FILE = /design/flow/constraint.sdc
export NUM_CORES = 4
export LEC_CHECK = 1
export CORE_AREA = 10 10 329 329
export DIE_AREA = 0 0 339 339
</file>
<file path="flow/constraint.sdc">
current_design EX

set clk_period 27.6
set clk_io_pct 0.2

create_clock -name clk0 -period $clk_period [get_ports {clk}]

set non_clock_inputs [all_inputs -no_clocks]
set_input_delay [expr $clk_period * $clk_io_pct] -clock clk0 $non_clock_inputs
set_output_delay [expr $clk_period * $clk_io_pct] -clock clk0 [all_outputs]
</file>
<file path="flow/design.v">
module EX(
    input                           clk,
    input                           rst,
    input                           ex_flush_i,
    input  [64-1:0]              ID_pc_i,
    input                           ID_prdt_taken_i,
    input  [12-1:0]     id_optype_info_i,
    input  [10-1:0]    id_alu_info_i,
    input  [6-1:0] id_branch_info_i,
    input  [11-1:0]  id_ld_st_info_i,
    input  [6-1:0]    id_csr_info_i,
    input  [4:0]                    id_rs1_idx_i,
    input  [4:0]                    id_rs2_idx_i,
    input  [64-1:0]              id_rs1_rdata_i,
    input  [64-1:0]              id_rs2_rdata_i,
    input  [64-1:0]              id_imm_i,
    input                           MEM_rd_wen_i,
    input  [4:0]                    MEM_rd_idx_i,
    input  [64-1:0]              MEM_fwd_data_i,
    input                           WB_rd_wen_i,
    input  [4:0]                    WB_rd_idx_i,
    input  [64-1:0]              wb_rd_wdata_i,
    input                           MEM_csr_wen_i,
    input [11:0]                    MEM_csr_idx_i,
    input                           WB_csr_wen_i,
    input [11:0]                    WB_csr_idx_i,
    input                           id_csr_ren_i,
    input                           id_csr_wen_i,
    input  [11:0]                   id_csr_idx_i,
    input                           id_rd_wen_i,
    input  [4:0]                    id_rd_idx_i,
    input                           ID_pc_misalign_i,
    input                           ID_if_bus_err_i,
    input                           id_ilegl_instr_i,
    input                           id_ecall_i,
    input                           id_ebreak_i,
    input                           id_mret_i,
    output [64-1:0]              EX_pc_o,
    output                          EX_prdt_taken_o,
    output [12-1:0]     EX_optype_info_o,
    output [10-1:0]    EX_alu_info_o,
    output [6-1:0] EX_branch_info_o,
    output [11-1:0]  EX_ld_st_info_o,
    output [6-1:0]    EX_csr_info_o,
    output                          EX_op_load_o,
    output [4:0]                    EX_rs1_idx_o,
    output [4:0]                    EX_rs2_idx_o,
    output [64-1:0]              EX_rs1_rdata_o,
    output [64-1:0]              EX_rs2_rdata_o,
    output [64-1:0]              EX_imm_o,
    output                          EX_csr_wen_o,
    output [11:0]                   EX_csr_idx_o,
    output                          EX_rd_wen_o,
    output [4:0]                    EX_rd_idx_o,
    output                          EX_pc_misalign_o,
    output                          EX_if_bus_err_o,
    output                          EX_ilegl_instr_o,
    output                          EX_ecall_o,
    output                          EX_ebreak_o,
    output                          EX_mret_o,
    input                           ID_valid_i,
    input                           MEM_ready_i,
    output                          EX_valid_o,
    output                          EX_ready_o
);
    reg EX_data_valid;
    wire run;
    assign run = (!csr_hazard);
    assign EX_valid_o = EX_data_valid && run && !ex_flush_i;
    assign EX_ready_o = MEM_ready_i && run;
    wire rs1_MEM_fwd = MEM_rd_wen_i && (EX_rs1_idx_o != 5'b0) && (EX_rs1_idx_o == MEM_rd_idx_i);
    wire rs2_MEM_fwd = MEM_rd_wen_i && (EX_rs2_idx_o != 5'b0) && (EX_rs2_idx_o == MEM_rd_idx_i);
    wire rs1_WB_fwd = WB_rd_wen_i && (EX_rs1_idx_o != 5'b0) && (EX_rs1_idx_o == WB_rd_idx_i);
    wire rs2_WB_fwd = WB_rd_wen_i && (EX_rs2_idx_o != 5'b0) && (EX_rs2_idx_o == WB_rd_idx_i);
    assign EX_rs1_rdata_o = rs1_MEM_fwd ? MEM_fwd_data_i
                          : rs1_WB_fwd  ? wb_rd_wdata_i
                          : EX_rs1_rdata_r & {64{EX_data_valid}};
    assign EX_rs2_rdata_o = rs2_MEM_fwd ? MEM_fwd_data_i
                          : rs2_WB_fwd  ? wb_rd_wdata_i
                          : EX_rs2_rdata_r & {64{EX_data_valid}};
    wire EX_csr_ren;
    wire csr_hazard = EX_csr_ren && !ex_flush_i
                    && ((MEM_csr_wen_i && MEM_csr_idx_i == EX_csr_idx_o) || (WB_csr_wen_i  && WB_csr_idx_i  == EX_csr_idx_o));
    reg [64-1:0]              EX_pc_r;
    reg                          EX_prdt_taken_r;
    reg [12-1:0]     EX_optype_info_r;
    reg [10-1:0]    EX_alu_info_r;
    reg [6-1:0] EX_branch_info_r;
    reg [11-1:0]  EX_ld_st_info_r;
    reg [6-1:0]    EX_csr_info_r;
    reg [4:0]                    EX_rs1_idx_r;
    reg [4:0]                    EX_rs2_idx_r;
    reg [64-1:0]              EX_rs1_rdata_r;
    reg [64-1:0]              EX_rs2_rdata_r;
    reg [64-1:0]              EX_imm_r;
    reg                          EX_csr_ren_r;
    reg                          EX_csr_wen_r;
    reg [11:0]                   EX_csr_idx_r;
    reg                          EX_rd_wen_r;
    reg [4:0]                    EX_rd_idx_r;
    reg                          EX_pc_misalign_r;
    reg                          EX_if_bus_err_r;
    reg                          EX_ilegl_instr_r;
    reg                          EX_ecall_r;
    reg                          EX_ebreak_r;
    reg                          EX_mret_r;
    assign EX_pc_o          = EX_pc_r                    & {64{EX_data_valid}};
    assign EX_prdt_taken_o  = EX_prdt_taken_r            & EX_data_valid;
    assign EX_optype_info_o = EX_optype_info_r           & {12{EX_data_valid}};
    assign EX_alu_info_o    = EX_alu_info_r              & {10{EX_data_valid}};
    assign EX_branch_info_o = EX_branch_info_r           & {6{EX_data_valid}};
    assign EX_ld_st_info_o  = EX_ld_st_info_r            & {11{EX_data_valid}};
    assign EX_csr_info_o    = EX_csr_info_r              & {6{EX_data_valid}};
    assign EX_op_load_o     = EX_optype_info_o[4] & EX_data_valid;
    assign EX_rs1_idx_o     = EX_rs1_idx_r               & {5{EX_data_valid}};
    assign EX_rs2_idx_o     = EX_rs2_idx_r               & {5{EX_data_valid}};
    assign EX_imm_o         = EX_imm_r                   & {64{EX_data_valid}};
    assign EX_csr_ren       = EX_csr_ren_r               & EX_data_valid;
    assign EX_csr_wen_o     = EX_csr_wen_r               & EX_data_valid;
    assign EX_csr_idx_o     = EX_csr_idx_r               & {12{EX_data_valid}};
    assign EX_rd_wen_o      = EX_rd_wen_r                & EX_data_valid;
    assign EX_rd_idx_o      = EX_rd_idx_r                & {5{EX_data_valid}};
    assign EX_pc_misalign_o = EX_pc_misalign_r           & EX_data_valid;
    assign EX_if_bus_err_o  = EX_if_bus_err_r            & EX_data_valid;
    assign EX_ilegl_instr_o = EX_ilegl_instr_r           & EX_data_valid;
    assign EX_ecall_o       = EX_ecall_r                 & EX_data_valid;
    assign EX_ebreak_o      = EX_ebreak_r                & EX_data_valid;
    assign EX_mret_o        = EX_mret_r                  & EX_data_valid;
    always @(posedge clk) begin
        if(rst) begin
            EX_data_valid <= 1'b0;
        end else if(EX_ready_o) begin
            EX_data_valid <= ID_valid_i;
        end 
    end
    always @(posedge clk) begin
        if(EX_ready_o && ID_valid_i) begin
            EX_pc_r          <= ID_pc_i;
            EX_prdt_taken_r  <= ID_prdt_taken_i;
            EX_optype_info_r <= id_optype_info_i;
            EX_alu_info_r    <= id_alu_info_i;
            EX_branch_info_r <= id_branch_info_i;
            EX_ld_st_info_r  <= id_ld_st_info_i;
            EX_csr_info_r    <= id_csr_info_i;
            EX_rs1_idx_r     <= id_rs1_idx_i;
            EX_rs2_idx_r     <= id_rs2_idx_i;
            EX_rs1_rdata_r   <= id_rs1_rdata_i;
            EX_rs2_rdata_r   <= id_rs2_rdata_i;
            EX_imm_r         <= id_imm_i;
            EX_csr_ren_r     <= id_csr_ren_i;
            EX_csr_wen_r     <= id_csr_wen_i;
            EX_csr_idx_r     <= id_csr_idx_i;
            EX_rd_wen_r      <= id_rd_wen_i;
            EX_rd_idx_r      <= id_rd_idx_i;
            EX_pc_misalign_r <= ID_pc_misalign_i;
            EX_if_bus_err_r  <= ID_if_bus_err_i;
            EX_ilegl_instr_r <= id_ilegl_instr_i;
            EX_ecall_r       <= id_ecall_i;
            EX_ebreak_r      <= id_ebreak_i;
            EX_mret_r        <= id_mret_i;
        end
    end
endmodule
</file>
<file path="flow/run.sh">
#!/bin/bash
# OpenROAD 26Q1-2900-gdf79404cd8, Yosys 0.63+post, stock flow scripts
make -C /OpenROAD-flow-scripts/flow DESIGN_CONFIG=/design/flow/config.mk WORK_HOME=/design/flow/orfs finish
</file>
==> flow_summary_export.csv <==
group,metric,value,unit
synthesis,ys_sh_simple,17.4,%
synthesis,adder_share,0,%
die,ioPinCount,849,
final_timing,min_period,14910,ps
pwr,p_per_area,51.1,nW/um2
pwr,p_comb_share,13.1,%
finish,layout-drive-gt1-share,5.36,%
global_routing,grt_max_degree,91,
final_timing,tns,0,ps
synthesis,ys_warn_count,1,
place,numPlacedInstances,3373,
route,drt_first_iter_violations,833,
pwr,seq_power_share,45.2,%
final_timing,worstMarginPinSlew,800,ps
synthesis,yosysChipArea,15500,um2
cts,post_cts_resized,0,
flow_run,drv_cap,0,
run_status,status,"finished clean",
synthesis,syn-cell-area,15500,um2
finish,final_cell_mix,"847 x clkdlybuf4s50_1, 338 x edfxtp_1, 257 x and2_1",
die,num_rows,116,
final_timing,fin_crit_sh,54.0,%
final_timing,fin_skew,19.7,ps
global_routing,grt_util_met1,16.8,%
flow_run,warnings,25,
finish,fin_util,26.7,%
synthesis,ys.flop_type,"edfxtp_1",
pwr,p_int,0.00106,W
global_routing,grt_usage,14.6,%
place,pre_cts_slack,12770,ps
global_routing,gr-total-overflow,0,
critical_path,crit_chain,"clkdlybuf4s50_1 > and4bb_2 > a31o_2 > a22oi_1 > o31a_2 > buf_4 > a32oi_1 > buf_4 > a21oi_1 > clkdlybuf4s50_1",
cts,cts_tree,"done",
final_timing,maxSlewHeadroom,46.7,%
finish,fillCellCount,10400,
worst_hold_path,min_path_cells,3,
final_timing,setup_violations,0,
final_timing,rsz0062_at_grt,"false",
pwr,leakagePower,8.97,nW
die,fp.coreArea,101000,um2
synthesis,edf_count,338,
final_timing,fmax,67.1,MHz
finish,area_growth,73.9,%
pwr,clkPwrFrac,41.6,%
critical_path,max_stage_delay,650,ps
cts,clock_path_buffers,3,
cts,postCtsHoldBufs,0,
cts,insertion_delay,590,ps
synthesis,logic_family,"simple AND/OR/NAND/NOR gates",
pwr,p_sw_share,23.1,%
critical_path,crit_fanout,43,
critical_path,cp.arrival,9390,ps
synthesis,yosysCellCount,1236,
critical_path,worstSetupEndpointType,"primary output",
place,place_hpwl,67500,um
worst_hold_path,hp-class,"reg2reg",
global_routing,grt_pass1_wl,115000,um
die,die_area,115000,um2
finish,final_cells,3470,
critical_path,crit_required,22080,ps
die,dieWidth,339,um
critical_path,slowest_stage,"buf_4",
synthesis,async_flop_share,0,%
route,ant_nets,0,
global_routing,use_met3,9.57,%
die,die_h,339,um
critical_path,path_delay_family,"buffers and inverters",
synthesis,xor_area_share,1.08,%
place,io_buffers,848,
critical_path,path_buffers,4,
die,core_util_floorplan,15.4,%
cts,cts_buffers,43,
pwr,p_switching,0.000317,W
synthesis,ys.flops,339,
synthesis,ys_seq_share,65.8,%
synthesis,ys_types,52,
critical_path,path_class,"in2out",
route,via_count,13576,
critical_path,rr_worst_depth,10,
route,drc_errors,0,
route,routed_wirelength,85600,um
route,drt_first_pass_iters,6,
final_timing,hold_viol,0,
finish,final_common_cell,"clkdlybuf4s50_1",
cts,cts_root_buf,"clkbuf_16",
cts,clock-sinks,339,
synthesis,avgSynthCellArea,12.5,um2
route,wl_per_cell,24.7,um
synthesis,syn_inst,1236,
synthesis,ys_sh_mux,0,%
critical_path,crit_cells,10,
final_timing,layout_setup_ws,12690,ps
pwr,power.total,0.00137,W
global_routing,antenna_found_initial,25,
synthesis,synthAoiAreaFrac,12.4,%
pwr,ir_worst_vdd,0.0000478,V
critical_path,start_kind,"input pin",
cts,cts_max_level,2,
cts,postCtsSetupRepairBufs,0,
final_timing,final-max-slew-violation-count,0,
global_routing,grt_pass1_vias,14004,
route,vias_per_cell,3.91,
place,place_congestion,0.951,
global_routing,grt_busiest_layer,"met2",
cts,clkSlewWorstSetupHoldPaths,60,ps
global_routing,grtUsageMet2,22.2,%
## synth_stat cells, types with 2 or more instances
master / number / area share, %
a211o_1: 3 / 0.17
a211oi_1: 3 / 0.15
a21oi_1: 81 / 2.6
a221oi_1: 40 / 2.3
a221oi_2: 10 / 0.97
a22o_1: 2 / 0.11
a22oi_1: 54 / 2.6
a311oi_1: 2 / 0.11
a32oi_1: 30 / 1.7
and2_1: 257 / 10
and3_1: 3 / 0.12
and4_1: 2 / 0.11
buf_2: 40 / 1.3
buf_4: 8 / 0.39
buf_6: 3 / 0.22
clkbuf_1: 44 / 1.1
clkbuf_2: 2 / 0.065
edfxtp_1: 338 / 66
inv_1: 14 / 0.34
nand2_1: 16 / 0.39
nand2b_1: 2 / 0.081
nand3_1: 8 / 0.26
nand3b_1: 4 / 0.19
nand4_1: 2 / 0.081
nand4b_1: 5 / 0.28
nor2_1: 189 / 4.6
nor4_1: 5 / 0.20
nor4bb_1: 2 / 0.13
o211ai_1: 4 / 0.19
o21ai_0: 9 / 0.29
o22ai_1: 9 / 0.36
o2bb2ai_1: 3 / 0.17
o31a_1: 2 / 0.11
o32ai_1: 2 / 0.11
or2_2: 2 / 0.081
or4_1: 3 / 0.15
xnor2_1: 14 / 0.79
xor2_1: 5 / 0.28
## power by group through the flow
stage | combinational, W | sequential (W) | clock, W
6_report | 0.000180 | 0.000622 | 0.000572
5_1_grt | 0.000194 | 0.000625 | 0.000611
4_1_cts | 0.000183 | 0.000622 | 0.000594
## stage by stage
| step | hold slack, ps | cell area (um2) |
|---|---|---|
| detailed placement | 942 | 25400 |
| CTS | 954 | 26800 |
| global route | 1000 | 26800 |
| floorplan | 941 | 15500 |
| finish | 957 | 26900 |
| global placement | 943 | 25400 |
## layout make-up
type | count | area [um2] | share of cell area (%)
Clock inverter | 24 | 262 | 0.973
Antenna cell | 22 | 55.1 | 0.205
Tap cell | 1357 | 1700 | 6.32
Inverter | 14 | 52.6 | 0.196
Clock buffer | 51 | 1130 | 4.19
Multi-Input combinational cell | 786 | 4810 | 17.9
Sequential cell | 339 | 10200 | 37.9
Timing Repair Buffer | 877 | 8700 | 32.4
## path summary, 6_finish.rpt
check | startpoint | endpoint | slack, ps
worst min register to register | EX_data_valid$_SDFFE_PP0P_ | EX_data_valid$_SDFFE_PP0P_ | 960
worst min-delay path | EX_data_valid$_SDFFE_PP0P_ | EX_data_valid$_SDFFE_PP0P_ | 960
worst max-delay path | WB_rd_idx_i[4] | EX_rs2_rdata_o[7] | 12690
worst max register to register | EX_data_valid$_SDFFE_PP0P_ | EX_rs2_rdata_r[1]$_DFFE_PP_ | 22540
## state kept, by name, indices dropped and copies added, names as in the netlist, 6 cells and up
| register | cells |
|---|---|
| EX_csr_idx_r | 12 |
| EX_optype_info_r | 12 |
| EX_ld_st_info_r | 11 |
| EX_pc_r | 64 |
| EX_rs1_rdata_r | 64 |
| EX_branch_info_r | 6 |
| EX_imm_r | 64 |
| EX_csr_info_r | 6 |
| EX_alu_info_r | 10 |
| EX_rs2_rdata_r | 64 |
## logic make-up after synthesis
logic type | count (synthesis)
flops | 339
xor+xnor | 19
simple gates | 506
compound gates | 261
buf+inv | 111
## metal layers
layer  vias to the layer above  routed length, um
li1                       6268                  -
met1                      6433              31700
met2                       759              38800
met3                       110              13100
met4                         6               2000
met5                         -                 34
## worst register-to-register path: cells and delay by family (launching register included)
kind	cells	cell delay, ps
buf+inv	4	2540
flops	1	600
compound gates	5	940
simple gates	1	550
Power is estimated from default activity; no workload was simulated.
