[run.sh]
#!/bin/bash
# OpenROAD 26Q1-2900-gdf79404cd8, Yosys 0.63+post, stock flow scripts
make -C /OpenROAD-flow-scripts/flow DESIGN_CONFIG=/design/flow/config.mk WORK_HOME=/design/flow/orfs finish
[config.mk]
export PLATFORM = sky130hd
export DESIGN_NAME = alu
export DESIGN_NICKNAME = alu
export VERILOG_FILES = /design/flow/design.v
export SDC_FILE = /design/flow/constraint.sdc
export NUM_CORES = 4
export LEC_CHECK = 1
export CORE_UTILIZATION = 40
[constraint.sdc]
current_design alu

set clk_period 48.5
set clk_io_pct 0.2

create_clock -name clk0 -period $clk_period

set non_clock_inputs [all_inputs -no_clocks]
set_input_delay [expr $clk_period * $clk_io_pct] -clock clk0 $non_clock_inputs
set_output_delay [expr $clk_period * $clk_io_pct] -clock clk0 [all_outputs]
[design.v]
module alu(
    input [12-1:0]     optype_info_i,
    input [10-1:0]    alu_info_i,
    input [6-1:0] branch_info_i,
    input [64-1:0] pc_i,
    input [64-1:0]     rs1_rdata_i,
    input [64-1:0]     rs2_rdata_i,
    input [64-1:0]     imm_i,
    output [64-1:0]    alu_res_o,
    output                alu_branch_jump_o
);
    wire op_alu_imm   = optype_info_i[11];
    wire op_alu_imm_w = optype_info_i[10];
    wire op_alu       = optype_info_i[9];
    wire op_alu_w     = optype_info_i[8];
    wire op_branch    = optype_info_i[7];
    wire op_jal       = optype_info_i[6];
    wire op_jalr      = optype_info_i[5];
    wire op_load      = optype_info_i[4];
    wire op_store     = optype_info_i[3];
    wire op_lui       = optype_info_i[2];
    wire op_auipc     = optype_info_i[1];
    wire alu_add   = alu_info_i[9];
    wire alu_sub   = alu_info_i[8];
    wire alu_sll   = alu_info_i[7];
    wire alu_slt   = alu_info_i[6];
    wire alu_sltu  = alu_info_i[5];
    wire alu_xor   = alu_info_i[4];
    wire alu_srl   = alu_info_i[3];
    wire alu_sra   = alu_info_i[2];
    wire alu_or    = alu_info_i[1];
    wire alu_and   = alu_info_i[0];
    wire branch_beq  = branch_info_i[5];
    wire branch_bne  = branch_info_i[4];
    wire branch_blt  = branch_info_i[3];
    wire branch_bge  = branch_info_i[2];
    wire branch_bltu = branch_info_i[1];
    wire branch_bgeu = branch_info_i[0];
    wire res_sel_add     = alu_add | op_load | op_store | op_jal | op_jalr | op_lui | op_auipc;
    wire res_sel_sub     = alu_sub | op_branch;
    wire res_sel_add_sub = res_sel_add | res_sel_sub;
    wire res_sel_sll     = alu_sll;
    wire res_sel_slt     = alu_slt;
    wire res_sel_sltu    = alu_sltu;
    wire res_sel_xor     = alu_xor;
    wire res_sel_srl     = alu_srl;
    wire res_sel_sra     = alu_sra;
    wire res_sel_or      = alu_or;
    wire res_sel_and     = alu_and;
    wire [64-1:0] alu_op1;
    wire [64-1:0] alu_op2;
    assign alu_op1 = (op_jal | op_jalr | op_auipc) ? pc_i
                   :  op_lui ? 0
                   :  rs1_rdata_i;
    assign alu_op2 = (op_lui | op_auipc | op_alu_imm | op_alu_imm_w | op_load | op_store) ? imm_i
                   : (op_jal | op_jalr) ? 4
                   : rs2_rdata_i;
    wire [64-1:0] alu_add_sub_res;
    wire [64-1:0] alu_sll_res;
    wire [64-1:0] alu_slt_res;
    wire [64-1:0] alu_sltu_res;
    wire [64-1:0] alu_xor_res;
    wire [64-1:0] alu_srl_res;
    wire [64-1:0] alu_sra_res;
    wire [64-1:0] alu_or_res;
    wire [64-1:0] alu_and_res;
    wire [64-1:0] adder_op1 = alu_op1;
    wire [64-1:0] adder_op2 = {64{res_sel_sub}} ^ alu_op2;
    wire adder_cin = res_sel_sub;
    wire adder_cout;
    assign {adder_cout, alu_add_sub_res} = adder_op1 + adder_op2 + {63'b0, adder_cin};
    assign alu_slt_res  = {63'b0, lt};
    assign alu_sltu_res = {63'b0, ltu};
    wire [5:0] shift_op2 = (op_alu_imm_w | op_alu_w) ? {1'b0, alu_op2[4:0]} : alu_op2[5:0];
    assign alu_sll_res   = alu_op1 << shift_op2;
    assign alu_srl_res   = alu_op1 >> shift_op2;
    assign alu_sra_res   = $signed(alu_op1) >>> shift_op2;
    assign alu_and_res   = alu_op1 & alu_op2;
    assign alu_or_res    = alu_op1 | alu_op2;
    assign alu_xor_res   = alu_op1 ^ alu_op2;
    wire [64-1:0] alu_res = ({64{res_sel_add_sub}} & alu_add_sub_res) 
                             | ({64{res_sel_sll}}     & alu_sll_res)
                             | ({64{res_sel_slt}}     & alu_slt_res)
                             | ({64{res_sel_sltu}}    & alu_sltu_res)
                             | ({64{res_sel_xor}}     & alu_xor_res)
                             | ({64{res_sel_srl}}     & alu_srl_res)
                             | ({64{res_sel_sra}}     & alu_sra_res)
                             | ({64{res_sel_or}}      & alu_or_res)
                             | ({64{res_sel_and}}     & alu_and_res);
    wire [64-1:0] alu_res_w = { {32{alu_res[31]}}, alu_res[31:0] };
    assign alu_res_o = (op_alu_w | op_alu_imm_w) ? alu_res_w : alu_res;
    wire ne  = (|alu_xor_res);
    wire eq  = ~ne;
    wire lt  = ((alu_op1[63] & ~alu_op2[63]) | (~(alu_op1[63] ^ alu_op2[63]) & alu_add_sub_res[63]));
    wire ltu = ~adder_cout;
    wire ge  = ~lt;
    wire geu = ~ltu;
    assign alu_branch_jump_o = (branch_beq  & eq)
                             | (branch_bne  & ne)
                             | (branch_blt  & lt)
                             | (branch_bge  & ge)
                             | (branch_bltu & ltu)
                             | (branch_bgeu & geu);
endmodule
==> impl_metrics.json <==
{
  "yosys.area.top_type": "ha_1",
  "p_leak_uw": 0.00987,
  "cp-start-kind": "input port",
  "layout_top_cell": "clkdlybuf4s50_1",
  "coreArea_um2": 48800,
  "die_area_um2": 50400,
  "grt_pass1_wl_um": 179000,
  "max_freq_mhz": 36.2,
  "drc": 0,
  "end_kind": "output pin",
  "syn_inst": 2972,
  "finalClockPeriodUsage_pct": 57.0,
  "flops": 0,
  "dr.pass1.iters": 8,
  "worst_slew_pin_slew_ns": 1.23,
  "yosysWarnings": 0,
  "final-seq-area_um2": 0,
  "holdBufCountCts": 0,
  "wl_um": 130000,
  "place.gp.congestion": 1.24,
  "final_util_pct": 48.6,
  "ant_nets": 0,
  "port_buffers": 347,
  "logic_area_um2": 18100,
  "io_pins": 349,
  "slew_violations": 0,
  "vias": 26800,
  "fp.dieW_um": 224,
  "fp_util_pct": 40.5,
  "synth_cell_types": 110,
  "crit_fanout": 58,
  "p_total_uw": 425,
  "crit_arrival_ns": 17.95,
  "dp.final_hpwl_um": 104000,
  "ctsResizeCount": 0,
  "grt_pass1_vias": 23900,
  "antenna_found_initial": 6,
  "ys_top_cells_by_area": "ha_1 (12%), mux2i_1 (9.5%), a21oi_1 (6.2%)",
  "ys_chip_area_um2": 19800,
  "avgSynthCellArea_um2": 6.66,
  "overflow": 0,
  "swShare_pct": 64.2,
  "relSlewSlack_pct": 17.3,
  "setup_viol": 0,
  "yosysSeqAreaShare_pct": 0,
  "grt_max_degree": 66,
  "finalSetupTns_ns": 0,
  "via_per_inst": 7.00,
  "setup.worst_path.start": "optype_info_i[2]",
  "synth_area_um2": 19800,
  "hold_viol": 0,
  "synth_top_area_share_pct": 12.3,
  "first_iter_violations": 4341,
  "rows": 81,
  "wl_per_cell_um": 33.8,
  "ys_cells": 2972,
  "cp.required_ns": 38.80,
  "die_y_um": 224,
  "rsz0062_at_grt": "no",
  "hp-class": "input port to output pin",
  "period_needed_ns": 27.65,
  "drive_gt1_share_pct": 8.90,
  "track_usage_pct": 50.7,
  "p_int_uw": 152,
  "fin_hold_ws_ns": 20.38,
  "nFillCells": 4761,
  "outcome": "finished, final reports clean",
  "syn2layout_area_growth_pct": 20.0,
  "max_cap_viol_count": 0,
  "crit_type": "input port to output pin",
  "clkbuf_count": 0,
  "openroad.warnings": 101,
  "hp-start": "branch_info_i[3]",
  "power_density_nw_per_um2": 17.9,
  "cts_setup_buffers": 0,
  "switchingPower_uw": 273,
  "peakVddDrop_uv": 7.56,
  "lay_top_cells": "clkdlybuf4s50_1 (345), nand2_1 (314), a21oi_1 (245)"
}
## Yosys cell counts (67+ instances only)
master and instances:
nand2_1 315, a21oi_1 245, o21ai_0 236, ha_1 194, nor2_1 188, mux2i_1 187, clkbuf_1 134, inv_1 131
nand3_1 94, xnor2_1 93, a22o_1 75, buf_2 67
## critical path, stage by stage
cell             delay, ns
clkdlybuf4s50_1       0.39
buf_4                 0.22
nor4_4                0.27
buf_4                 0.61
nand3_1               0.15
buf_4                 0.29
nand2_4               0.48
clkinv_4              0.53
nor2_1                0.30
a21oi_1               0.21
fa_1                  0.56
a21o_1                0.21
a221o_1               0.39
a211oi_1              0.23
o21ai_0               0.16
a31oi_1               0.50
o21ai_1               0.44
a21boi_2              0.40
o21a_2                0.29
o31a_1                0.33
or4bb_1               0.51
a21oi_1               0.19
clkdlybuf4s50_1       0.50
## path summary, 6_finish.rpt
path | end | slack, ns | cells after the start
setup / recovery | alu_res_o[62] | 20.85 | 23
hold / removal | alu_branch_jump_o | 20.38 | 4
## area by class of cell
| class | count | area share [%] |
|---|---|---|
| antenna | 7 | 0.0738 |
| inverter | 145 | 2.35 |
| multi-input combinational | 2567 | 76.1 |
| tap | 664 | 3.50 |
| timing repair buffer | 455 | 18.0 |
## cell families (layout without fill, tap and decap cells)
group | after synthesis | after routing | synth area share [%]
buffers and inverters | 405 | 600 | 9.18
AND/OR/NAND/NOR | 834 | 834 | 19.5
other | 0 | 7 | 0
adder cells (fa/ha/maj) | 195 | 195 | 12.4
XOR/XNOR | 110 | 110 | 4.87
AND-OR/OR-AND | 1166 | 1166 | 39.7
multiplexers | 262 | 262 | 14.4
## through the flow
step | std cells | area, um2 | worst slack, ns
after floorplan | 2972 | 19800 | 24.27
after global placement | 3831 | 23700 | 21.45
after detailed placement | 3831 | 23700 | 21.28
after CTS | 3831 | 23700 | 21.25
after global routing | 3832 | 23700 | 20.74
final | 3838 | 23700 | 20.85
## per-layer routing
metal	up-vias	routed length, um	GRT usage [%]
li1	11600	-	-
met4	10	12700	38.3
met1	12400	48300	64.0
met5	-	237	1.76
met2	2323	50100	68.3
met3	505	18500	20.2
