<file path="run.sh">
#!/bin/bash
# OpenROAD 26Q1-2900-gdf79404cd8, Yosys 0.63+post, stock flow scripts
make -C /OpenROAD-flow-scripts/flow DESIGN_CONFIG=/design/flow/config.mk WORK_HOME=/design/flow/orfs finish
</file>
<file path="config.mk">
export PLATFORM = sky130hd
export DESIGN_NAME = conwaylife
export DESIGN_NICKNAME = conwaylife
export VERILOG_FILES = /design/flow/design.v
export SDC_FILE = /design/flow/constraint.sdc
export NUM_CORES = 4
export LEC_CHECK = 1
export CORE_UTILIZATION = 30
</file>
<file path="constraint.sdc">
current_design conwaylife

set clk_period 5.6
set clk_io_pct 0.2

create_clock -name clk0 -period $clk_period [get_ports {clk}]

set non_clock_inputs [all_inputs -no_clocks]
set_input_delay [expr $clk_period * $clk_io_pct] -clock clk0 $non_clock_inputs
set_output_delay [expr $clk_period * $clk_io_pct] -clock clk0 [all_outputs]
</file>
<file path="design.v">
module conwaylife(
    input clk,
    input load,
    input [255:0] data,
    output [255:0] q ); 
    reg [255:0] q_ne;
    reg [255:0] q_r;
    reg[3:0] cnt;
    integer i; 
    always @(posedge clk) begin
        if(load) begin
            q_r <= data;
        end else begin
            cnt = 0;
            for(i = 0; i < 256; i = i + 1) begin
                cnt 
                = q_r[(((i / 16)+15)%16)*16 + (((i % 16)+15)%16)] 
                + q_r[(((i / 16)+15)%16)*16 + (i % 16)]
                + q_r[(((i / 16)+15)%16)*16 + (((i % 16)+17)%16)]
                + q_r[(i / 16)*16 + (((i % 16)+15)%16)]
                + q_r[(i / 16)*16 + (((i % 16)+17)%16)]
                + q_r[(((i / 16)+17)%16)*16 + (((i % 16)+15)%16)] 
                + q_r[(((i / 16)+17)%16)*16 + (i % 16)]
                + q_r[(((i / 16)+17)%16)*16 + (((i % 16)+17)%16)];
                if(cnt == 2) begin
                    q_r[i] <= q_r[i];
                end else if(cnt == 3) begin
                    q_r[i] <= 1;
                end else begin
                    q_r[i] <= 0;
                end
            end
        end
    end
    assign q = q_r;
endmodule
</file>
==> results.tsv <==
metric	value	unit
ys_warn_count	1	
grt_max_degree	127	
place_area	62440	µm²
postCtsHoldBufs	0	
post_cts_resized	0	
common_cells	1279 x inv_1, 1023 x fa_1, 768 x ha_1, 505 x nand2_1, 498 x a21oi_1	
setup_violations	0	
syn_avg_cell_area	10.00	µm²
warnings	31	
routed_via_density	4.694	
setup.worst_path.end_class	flip-flop	
drv_slew	0	
ys_area	54520	µm²
hold_depth	2	
die-area	183400	µm²
cts_setup_buffers	0	
max_slew_margin	46.18	%
synthFlopType	edfxtp_1	
grt_pass1_vias	40457	
r2r-start	q_r[82]	
totalWireLength	164.1	mm
status	complete, no violations	
reg2reg_to	q_r[83]	
postLayoutCoreUtil	35.34	%
routabilityCongestion	0.9214	
wl_per_cell	19.64	µm
synthTopCellsByArea	fa_1 38%, ha_1 18%, edfxtp_1 14%	
layout-drive-gt1-share	1.756	%
path_class	flip-flop to flip-flop	
fin_crit_sh	75.04	%
fp-row-count	156	
coreArea	180500	µm²
synth_seq_share	14.10	%
htreeDepth	2	
fin_setup_tns	0	ns
drtPass1Iterations	5	
rsz0062_at_grt	no	
stdcell_count	8353	
critPathMaxFanout	7	
min_period	4.202	ns
netlist_area	54520	µm²
vias	39206	
dp.cells	8272	
ys.flops	256	
arrival	4.55	ns
synthCells	5451	
reg2regPathDepth	10	
ys_cells	5451	
cts-root-buf	clkbuf_16	
cts_tree	yes	
skew	0.02792	ns
synthArstFlopShare	0	%
num-fill-cells	17507	
grt_overflow	0	
drt-initial-drc-count	1546	
dp_hpwl	140.6	mm
max_freq	238.0	MHz
fp_util	30.20	%
dieHeight	428.3	µm
yosys.cell_types.count	21	
stdcell_area	63800	µm²
io_buffers	513	
top_cell_area_share	37.56	%
antenna_found_initial	12	
reg_top3	q_r: 256 flops	
die_w	428.3	µm
cts_buffers	45	
hold_end	q_r[2]	
grt_pass1_wl	250.2	mm
synthMostInstantiatedCell	inv_1	
r2r_slack	1.40	ns
edf_count	256	
area.growth.synth_to_final	17.02	%
ant_nets	0	
synth_top_cell_by_area	fa_1	
hold_viol	0	
maxCapViolations	0	
required	5.95	ns
regMostFlops	q_r	
tightest_slew	0.8065	ns
timing.final.ws_setup	1.398	ns
startpoint_type	flip-flop	
numClockSinks	256	
pre_cts_slack	1.351	ns
io-pin-count	514	
hold_class	flip-flop to flip-flop	
grt_util_all_layers	19.25	%
fin_hold_ws	0.7567	ns
drc	0	
clk_latency	0.63	ns
cts_buffer_depth	3	
clkTransAtPathRegs	0.06	ns
largest_register_ffs	256	
startpoint	q_r[82]	
hold_start	q_r[17]	
## layout make-up
class / count / area (µm²) / share of cell area [%]
Multi-Input combinational cell: 3832 / 41630 / 65.25
Sequential cell: 256 / 7687 / 12.05
Clock inverter: 17 / 127.6 / 0.2000
Inverter: 1279 / 4801 / 7.525
Tap cell: 2370 / 2965 / 4.648
Timing Repair Buffer: 535 / 5355 / 8.393
Antenna cell: 3 / 7.507 / 0.01177
Clock buffer: 61 / 1229 / 1.926
## cells in the final DEF, fill, tap and decap left out, drive strengths merged
cell type / count
nor2b: 7
clkinv: 14
buf: 23
or2: 7
bufinv: 2
o21ai: 7
inv: 1280
clkbuf: 61
or4b: 249
nand3b: 7
a21o: 7
fa: 1023
o31ai: 249
nand2: 505
diode: 3
and2: 249
clkdlybuf4s50: 512
a21oi: 498
a32o: 7
nor2: 249
ha: 768
edfxtp: 256
## critical path: stages, from the launching register on
cell and delay, ns:
edfxtp_1 0.49, inv_1 0.63, fa_1 0.55, fa_1 0.46, fa_1 0.50, inv_1 0.05, ha_1 0.20, fa_1 0.38
nor2_1 0.10, a21oi_1 0.06, or4b_1 0.53
## per-layer routing
layer	wire length [µm]	track usage [%]
met5	96	0.3903
met4	7311	6.587
met3	13750	6.773
met2	78600	30.78
met1	64300	24.71
## cell families after synthesis
family | count (synthesis) | share of synthesized area [%]
compound gates | 768 | 8.289
fa+ha+maj | 1791 | 55.19
buf+inv | 1363 | 9.547
flops | 256 | 14.10
simple gates | 1273 | 12.88
## worst max path at each step
| stage | endpoint | slack (ns) | cells past startpoint |
|---|---|---|---|
| final | q_r[83] | 1.40 | 10 |
| after global routing | q_r[83] | 1.16 | 10 |
| after CTS | q_r[83] | 1.31 | 10 |
